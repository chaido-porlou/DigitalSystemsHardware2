<file path="flow/config.mk">
export PLATFORM = sky130hd
export DESIGN_NAME = FSM_a
export DESIGN_NICKNAME = FSM_a
export VERILOG_FILES = /design/flow/design.v
export SDC_FILE = /design/flow/constraint.sdc
export NUM_CORES = 4
export LEC_CHECK = 1
export CORE_AREA = 10 10 70 70
export DIE_AREA = 0 0 80 80
</file>
<file path="flow/constraint.sdc">
current_design FSM_a

set clk_period 1.4
set clk_io_pct 0.2

create_clock -name clk0 -period $clk_period [get_ports {CLK}]

set non_clock_inputs [all_inputs -no_clocks]
set_input_delay [expr $clk_period * $clk_io_pct] -clock clk0 $non_clock_inputs
set_output_delay [expr $clk_period * $clk_io_pct] -clock clk0 [all_outputs]
</file>
<file path="flow/design.v">
`timescale 1ns/1ns
module FSM_a(output reg y_out,
             input wire x_in, CLK, Reset);
reg [2:0] CurrentState, NextState;
parameter s1 = 3'b001,
          s2 = 3'b011,
          s3 = 3'b100,
	  s4 = 3'b010,
	  s5 = 3'b000;
always @(posedge CLK or posedge Reset)
   begin
      if(Reset)
         CurrentState <= s1;
      else
         CurrentState <= NextState;
   end 
always @(CurrentState or x_in)
   begin
      case(CurrentState)
        s1 : if(x_in == 1'b0) NextState = s1;
                else NextState = s3;
        s2 : if(x_in == 1'b0) NextState = s1;
		else NextState = s4;
        s3 : if(x_in == 1'b0) NextState = s4;
		else NextState = s2;
	    s4 : if(x_in == 1'b0) NextState = s4;
		else NextState = s5;
	    s5 : if(x_in == 1'b0) NextState = s2;
		else NextState = s3;
        default : NextState = s1; 
      endcase 
   end 
always @(CurrentState or x_in)
   begin 
     case(CurrentState) 
        s1 : if(x_in == 1'b0) y_out = 1'b0;
                 else y_out = 1'b1;
        s2 : if(x_in == 1'b0) y_out = 1'b0;
                 else y_out = 1'b1;
        s3 : y_out = 1'b0;
	s4 : if(x_in == 1'b0) y_out = 1'b0;
                 else y_out = 1'b1;
	s5 : if(x_in == 1'b0) y_out = 1'b0;
                 else y_out = 1'b1;
        default : y_out = 1'b0;
      endcase
   end
endmodule 
</file>
<file path="flow/run.sh">
#!/bin/bash
# OpenROAD 26Q1-2900-gdf79404cd8, Yosys 0.63+post, stock flow scripts
make -C /OpenROAD-flow-scripts/flow DESIGN_CONFIG=/design/flow/config.mk WORK_HOME=/design/flow/orfs finish
</file>
==> out/qor.yml <==
sta:
  drv_slew: 0
  setup_ws_ns: -0.0366
  whs_ns: 0.228
  relSlewSlack: 0.878
  setup_viol: 1
  finalCriticalPeriod_ns: 1.44
  tightestPinTransition_ns: 0.182
  rsz0062_at_grt: "yes"
  hold_violations: 0
  finalCritPeriodShare: 1.03
  skew_ns: 0.00485
  max_freq_mhz: 696
place:
  dp_hpwl_um: 359
  portBuffers: 3
  gp_congestion: 0.728
global_route:
  overflow: 0
  antenna_found_initial: 0
  grt_pass1_vias: 183
  met3_usage: 0.0330
  grt_start_max_net_pins: 7
  use_met2: 0.0225
  grtUsageTotal: 0.0191
  grt_pass1_wl_um: 855
  top_usage_layer: "met3"
  met1_usage: 0.0154
layout:
  largest_reg_flops: 5
  most-common-layout-cells: "5 x buf_4, 4 x dfrtp_1, 3 x nor2_1, 3 x clkbuf_4, 2 x clkdlybuf4s50_1"
  largest_register: "CurrentState"
  post-route-util: 0.0978
  areaGrowthSynthToFinish_pct: 78.0
  layout-drive-gt1-share: 0.444
  lay_top_count: "buf_4"
  top_regs: "CurrentState (5)"
yosys:
  netlist_area_um2: 188
  avgSynthCellArea_um2: 12.5
  syn_inst: 15
  yosys_warnings: 1
  ys_types: 10
  yosysSeqAreaShare: 0.673
  ys_cells: 15
  yosys_area_um2: 188
  synth_flops: 5
route:
  viasPerCell: 2.12
  dr.pass1.iters: 2
  wirelength_um: 498
  antenna_cells: 0
  drc: 0
  num_vias: 155
  drtAntennaViolNets: 0
  first_iter_violations: 6
  avgRoutedWirePerCell_um: 6.82
floorplan:
  fp_util: 0.0549
  core-area_um2: 3420
  rows: 21
  die_x_um: 80
  chip_area_um2: 6400
  io-pin-count: 4
  die_height_um: 80
cts:
  cts_buffers: 3
  cts_tree: "yes"
  postCtsSetupRepairBufs: 0
  cts_buffer_depth: 2
  root_buffer: "clkbuf_4"
  cts_sinks: 5
  ctsHtreeMaxLevel: 1
  clkSlewWorstSetupHoldPaths_ns: 0.04
  insertion_delay_ns: 0.25
worst_setup_path:
  r2r_start: "CurrentState[1]"
  critPathMaxFanout: 2
  critPathRequiredTime_ns: 1.12
  end_kind: "output port"
  cp-endpoint: "y_out"
  timing.rr.end: "CurrentState[4]"
  reg2reg_depth: 2
  cp.arrival_ns: 1.16
  reg2reg_slack_ns: 0.53
  crit_start: "CurrentState[3]"
  critPathKind: "reg -> out"
  crit_path_start_kind: "flop"
power:
  p_leak_nw: 0.144
  power_density_nw_per_um2: 1220
  ir_worst_vdd_v: 0.000204
hold_path:
  hold_class: "in -> async"
run_status:
  status: "complete, but fails checks"
  violations: "negative setup slack"
flow_run:
  warning_count: 27
  maxCapViolCount: 0
-- power by group --
group / switching (mW) / internal (mW)
Clock: 0.0619 / 0.108
Sequential: 0.00908 / 0.163
Combinational: 0.0246 / 0.0406
-- metal layers --
metal | part of all wire | vias up
li1 | - | 74
met1 | 0.40 | 74
met2 | 0.37 | 7
met3 | 0.23 | 0
met4 | 0 | 0
met5 | 0 | -
-- synth_stat cells --
library cell / instances / share of area
dfrtp_1: 4 / 0.53
nor2_1: 3 / 0.060
and2_2: 1 / 0.040
dfstp_2: 1 / 0.14
inv_1: 1 / 0.020
mux2_2: 1 / 0.060
nand2_1: 1 / 0.020
o21a_1: 1 / 0.040
o21ai_0: 1 / 0.027
o41a_1: 1 / 0.060
-- worst min path at each step --
stage	slack (ns)	endpoint	from
4_1_cts	0.23	CurrentState[3]	Reset
5_1_grt	0.25	CurrentState[4]	Reset
6_report	0.23	CurrentState[3]	Reset
-- cell type report --
cell class	instances	area, um2
fill	402	3080
sequential	5	126
timing repair buffer	8	62.6
multi-input combinational	9	57.6
tap	46	57.6
clock buffer	4	26.3
inverter	1	3.75
-- cells by family after synthesis --
| group | count (synthesis) | share of synthesized area |
|---|---|---|
| AND-OR/OR-AND | 3 | 0.127 |
| flip-flops | 5 | 0.673 |
| multiplexers | 1 | 0.0600 |
| buffers and inverters | 1 | 0.0200 |
| AND/OR/NAND/NOR | 5 | 0.120 |
-- worst max-delay path: stages, from the launching register on --
cell and delay, ns:
dfrtp_1 0.37, o41a_1 0.42, buf_2 0.12
-- stage by stage --
step	cell area (um2)	setup WS (ns)	setup TNS [ns]	power, mW	instances
after CTS	334	-0.0484	-0.0484	0.413	73
after detailed placement	313	-0.246	-0.246	0.244	69
final	334	-0.0366	-0.0366	0.407	73
after floorplan	188	0.384	0	0.195	15
after global placement	313	-0.238	-0.238	0.239	69
after global routing	334	-0.0697	-0.0697	0.436	73
-- what timing repair did --
action                                  4_1_cts  5_1_grt
gates resized                                 3        0
endpoints found under the setup margin        1        1
pin swaps                                     1        1
hold buffers                                  0        0
Power is estimated from default activity; no workload was simulated.
