==> design/flow/design.v <==
module FSM_c(output wire y_out,
             input wire x_in, CLK, Reset);
wire J2, J1, J0, K2, K1, K0;
wire Q2, Q1, Q0, Qn2, Qn1, Qn0;
jkflipflop DUT2 (.Q(Q2), .Qn(Qn2), .J(J2), . K(K2), .CLK(CLK), .Reset(Reset), .R(0));
jkflipflop DUT1 (.Q(Q1), .Qn(Qn1), .J(J1), . K(K1), .CLK(CLK), .Reset(Reset), .R(0));
jkflipflop DUT0 (.Q(Q0), .Qn(Qn0), .J(J0), . K(K0), .CLK(CLK), .Reset(Reset), .R(1));
assign J2 = Qn2 & Qn1 & x_in;
assign K2 = 1'b1;
assign J1 = (Qn1 & Qn0 & ~x_in) | (Q2 & Qn1 & Qn0);
assign K1 = (Qn2 & Qn0 & x_in) | (Qn2 & Q0 & ~x_in);
assign J0 = (Qn2 & Qn1 & ~x_in) | (Q2 & Qn1 & Qn0 & x_in);
assign K0 = Qn2 & x_in;
assign y_out = x_in & Qn2;
endmodule
module jkflipflop (output reg Q, Qn,
		   input wire J, K, CLK, Reset, R);  
   always @ (posedge CLK or posedge Reset)  
   if (Reset)
     if (R == 1)
      begin
	 Q <= 1'b1;	
	 Qn <= 1'b0; 
       end
     else
      begin
	 Q <= 1'b0;	
	 Qn <= 1'b1; 
      end
   else
    begin
      case ({J,K})  
         2'b00 :  begin
		   Q <= Q;  
		   Qn <= ~Q;
		  end
         2'b01 :  begin
		   Q <= 1'b0;  
		   Qn <= 1'b1;
		  end
         2'b10 :  begin
		   Q <= 1'b1; 
		   Qn <= 1'b0;
		  end
         2'b11 :  begin
		   Q <= ~Q;
		   Qn <= Q;
		  end
      endcase  
    end
endmodule  
==> design/flow/run.sh <==
#!/bin/bash
# OpenROAD 26Q1-2900-gdf79404cd8, Yosys 0.63+post, stock flow scripts
make -C /OpenROAD-flow-scripts/flow DESIGN_CONFIG=/design/flow/config.mk WORK_HOME=/design/flow/orfs finish
==> design/flow/config.mk <==
export PLATFORM = sky130hd
export DESIGN_NAME = FSM_c
export DESIGN_NICKNAME = FSM_c
export VERILOG_FILES = /design/flow/design.v
export SDC_FILE = /design/flow/constraint.sdc
export NUM_CORES = 4
export LEC_CHECK = 1
export CORE_AREA = 10 10 70 70
export DIE_AREA = 0 0 80 80
export SYNTH_HDL_FRONTEND = slang
==> design/flow/constraint.sdc <==
current_design FSM_c

set clk_period 1.4
set clk_io_pct 0.2

create_clock -name clk0 -period $clk_period [get_ports {CLK}]

set non_clock_inputs [all_inputs -no_clocks]
set_input_delay [expr $clk_period * $clk_io_pct] -clock clk0 $non_clock_inputs
set_output_delay [expr $clk_period * $clk_io_pct] -clock clk0 [all_outputs]
==> flow_results.org <==
* Implementation run

** Outcome
- Outcome :: completed

** Global route
- Antenna violations before repair :: 0
- Entering global routing, the biggest net connects 7 pins.
- Per the GRT congestion report, total overflow comes to 0.
- The number of global-route vias before repair was 206.
- Global routing used 1.49% of the available tracks across all layers.
- Global-route wire length before repair :: 786 um

** Timing
- The final timing report lists clock skew as 0.00648 ns.
- Slew Limit Fails :: 0
- At the pin with the least slew margin, the transition time is 0.196 ns.
- In the finished design, the share of the clock period the worst path needs comes to 95.1%.
- Number of hold violations in the final report :: 0
- Number of failing setup endpoints in the final timing report :: 0
- Setup repair after global routing left no endpoint under its margin.
- Remaining max-slew budget at the tightest pin :: 86.5%
- After layout, the minimum clock period comes to 1.33 ns.
- Fmax :: 0.751 GHz

** Detailed routing
- Number of nets with antenna violations after detailed routing :: 0
- The routed design shows a via density per instance of 2.51.
- Antenna diode count :: 0
- Routed via count :: 198
- Post-detailed-routing wire length :: 474 um
- Drt first-iter violations :: 13
- DRC violation count after routing :: 0
- Pre-Repair DR Iteration Count :: 2
- Wire length per cell after detailed routing :: 6.00 um

** CTS
- Root cell of the clock tree :: sky130_fd_sc_hd__clkbuf_4
- CTS H-Tree Depth :: 1
- CTS reports a maximum clock tree buffer depth of 2.
- The tree built by TritonCTS fans out to 6 sinks.
- Later-pin clock latency in the skew report :: 0.24 ns
- CTS buffer count :: 3
- The registers of the reported paths see a clock transition of 0.05 ns.
- CTS tree :: built

** Logic synthesis
- The number of cells reported by Yosys stat comes to 23.
- The area fraction of the largest cell type after synthesis is 30.3%.
- Yosys-reported design area after synthesis :: 260 um^2
- Post-synthesis cell count :: 23
- Warnings reported by Yosys during synthesis add up to 0.
- In the Yosys stats the netlist draws on 15 distinct library cells.
- Seq cells post-synth :: 6
- Leading cell types by total area after synthesis :: sky130_fd_sc_hd__dfstp_2 30%, sky130_fd_sc_hd__dfrtp_1 29%, sky130_fd_sc_hd__o21a_1 5.8%, sky130_fd_sc_hd__and3_4 4.3%, sky130_fd_sc_hd__nand2_1 4.3%
- Summing every instance area after synthesis gives 260 um^2.
- Sequential element share of the synthesized area :: 59.1%
- Cell taking the most area after synthesis :: sky130_fd_sc_hd__dfstp_2
- Per the post-synthesis stats, the area per cell is 11.3 um^2.

** Setup path
- In this run the register-to-register setup slack is 0.38 ns.
- Setup crit start :: DUT2.Qn$_DFF_PP1_
- Maximum fanout count along the critical path :: 2
- STA classifies the critical path startpoint as a flip-flop.
- Worst reg-to-reg path cell count :: 4
- The critical path ends at y_out.
- Worst reg2reg endpoint :: DUT2.Qn$_DFF_PP1_
- The worst setup path is of the flip-flop to output pin kind.
- Type of destination of the critical path :: output pin
- Data on the critical path arrives at its endpoint at 1.05 ns.
- Data on the critical path is required at its endpoint by 1.12 ns.
- STA lists the startpoint of the worst register-to-register path as DUT2.Qn$_DFF_PP1_.

** Layout
- Commonest cells after routing, fill and taps aside :: 3 x sky130_fd_sc_hd__dfstp_2, 3 x sky130_fd_sc_hd__dfrtp_1, 3 x sky130_fd_sc_hd__nand2_1, 3 x sky130_fd_sc_hd__clkbuf_4, 3 x sky130_fd_sc_hd__buf_4
- After the flow finishes, the layout carries non-filler instances totaling 79.
- Area growth from synthesis to final layout :: 51.9%
- Counting the fill cells in the layout gives 396.
- Share of layout cells above drive strength 1 :: 36.4%

** Place
- Per the gpl log, the routability congestion estimate is 0.744.
- HPWL after DPL :: 379 um
- Post-placement cell count :: 75
- # port buffers :: 3

** Power and ir drop
- The internal portion of the total power is 0.000515 W.
- The report lists the power per cell area as 1830 mW/mm^2.
- IR drop worst, VDD :: 279 uV
- The leakage power in the latest report is 0.156 nW.
- The share of total power dissipated in sequential elements is 47.0%.
- Switch share :: 29.0%
- Total power of the final layout :: 0.000725 W
- In this run the power spent charging and discharging nets is 0.000210 W.
- The clock network burns 23.0% of the power.
- The power report attributes to the combinational group a share of 30.0%.

** Run
- Across the run, the number of max-cap violations was 0.
- Number of warnings in the stage logs :: 25

** Die
- For this design the top-level I/O count stands at 4.
- Width of the die :: 80 um
- Row cnt :: 21
- Die area :: 0.00640 mm^2
- Die boundary height :: 80 um
- At the floorplan stage, the core utilization is reported as 7.62%.
- The total area inside the core boundary comes to 0.00342 mm^2.

** Min path
- The type recorded for the worst min-delay path is input pin to asynchronous set/reset pin.
critical path, stage by stage (launching register included):
cell and delay, ns:
sky130_fd_sc_hd__dfstp_2 0.52, sky130_fd_sc_hd__and2_4 0.13, sky130_fd_sc_hd__clkdlybuf4s15_1 0.16
worst min path at each step:
stage	start	endpoint	slack, ns
global route	Reset	DUT1.Q$_DFFE_PP0P_	0.27
finish	Reset	DUT1.Q$_DFFE_PP0P_	0.24
CTS	Reset	DUT1.Q$_DFFE_PP0P_	0.25
routing by layer:
metal	up-vias	GRT usage (%)	wire length, um
met3	2	0.795	44
met5	-	0	0
met4	0	1.23	27
met2	8	2.33	214
met1	88	1.41	188
li1	100	-	-
cells in the mapped netlist:
cell type	n
sky130_fd_sc_hd__o22ai_1	1
sky130_fd_sc_hd__o21a_1	2
sky130_fd_sc_hd__inv_2	1
sky130_fd_sc_hd__nand2_1	3
sky130_fd_sc_hd__inv_1	2
sky130_fd_sc_hd__a21oi_1	1
sky130_fd_sc_hd__nand2b_1	1
sky130_fd_sc_hd__o22a_1	1
sky130_fd_sc_hd__o21ai_0	1
sky130_fd_sc_hd__and2_4	1
sky130_fd_sc_hd__and3_4	1
sky130_fd_sc_hd__dfrtp_1	3
sky130_fd_sc_hd__mux2i_1	1
sky130_fd_sc_hd__o211ai_1	1
sky130_fd_sc_hd__dfstp_2	3
registers in the layout, indices dropped and copies added (netlist names):
| register | flops |
|---|---|
| DUT0.Q | 1 |
| DUT0.Qn | 1 |
| DUT1.Q | 1 |
| DUT1.Qn | 1 |
| DUT2.Q | 1 |
| DUT2.Qn | 1 |
logic make-up (layout without fill, tap and decap cells):
logic type / Yosys count / after routing / share of synthesized area (%)
AOI/OAI and AO/OA: 7 / 7 / 18.3
DFF: 6 / 6 / 59.1
and+or+nand+nor: 6 / 6 / 14.4
buffers and inverters: 3 / 13 / 4.33
muxes: 1 / 1 / 3.85
timing repair:
action / CTS / global route
endpoints found under the setup margin: 1 / 1
gates resized: 2 / 1
pin swaps: 1 / 0
buffers inserted: 0 / 0
hold buffers: 0 / 0
area by class of cell:
class	count	area, um^2	area share, %
multi-input combinational	14	95.1	24.1
timing repair buffer	6	51.3	13.0
clock buffer	4	26.3	6.65
tap	46	57.6	14.6
inverter	3	11.3	2.85
sequential	6	154	38.9
power by group through the flow:
stage,Combinational (W),Sequential (W),Clock (W)
after CTS,0.000220,0.000340,0.000178
after global routing,0.000246,0.000357,0.000183
final,0.000217,0.000341,0.000167
metrics by stage:
stage	util (%)	hold WS, ns	setup slack, ns	instance area [um^2]	setup TNS, ns
after CTS	11.5	0.247	0.0159	394	0
final	11.6	0.243	0.0679	395	0
after global routing	11.6	0.271	0.0275	395	0
after global placement	10.8	0.422	-0.250	370	-0.250
after detailed placement	10.8	0.431	-0.244	370	-0.244
after floorplan	-	0.0688	0.472	260	0
Power figures rest on the tool's default switching activity, not on a simulated workload.
