`flow/run.sh`:
```
#!/bin/bash
# OpenROAD 26Q1-2900-gdf79404cd8, Yosys 0.63+post, stock flow scripts
make -C /OpenROAD-flow-scripts/flow DESIGN_CONFIG=/design/flow/config.mk WORK_HOME=/design/flow/orfs finish
```
`flow/design.v`:
```
module FSM_b(output wire y_out,
             input wire x_in, CLK, Reset);
wire D2, D1, D0;
wire Q2, Q1, Q0, Qn2, Qn1, Qn0;
dflipflop DUT2 (.Q(Q2), .Qn(Qn2), .CLK(CLK), .Reset(Reset), .D(D2), .R(0));
dflipflop DUT1 (.Q(Q1), .Qn(Qn1), .CLK(CLK), .Reset(Reset), .D(D1), .R(0));
dflipflop DUT0 (.Q(Q0), .Qn(Qn0), .CLK(CLK), .Reset(Reset), .D(D0), .R(1));
assign D2 = Qn2 & Qn1 & x_in;
assign D1 = (Qn2 & Qn0 & ~x_in) | (Q2 & Qn1 & Qn0) | (Qn2 & Q1 & Q0 & x_in) ;
assign D0 = (Qn2 & Qn1 & ~x_in) | (Qn2 & Q0 & ~x_in) | (Q2 & Qn1 & Qn0 & x_in); 
assign y_out = x_in & Qn2;
endmodule
module dflipflop (output reg Q, Qn,
		  input wire CLK, Reset, D, R);
  always @ (posedge CLK or posedge Reset)
   if (Reset)
     if (R == 1)
      begin
	 Q <= 1'b1;
	 Qn <= 1'b0;
       end
     else
      begin
	 Q <= 1'b0;
	 Qn <= 1'b1;
      end
   else
    begin
	Q <= D;
	Qn <= ~D;
    end
endmodule
```
`flow/constraint.sdc`:
```
current_design FSM_b

set clk_period 1.1
set clk_io_pct 0.2

create_clock -name clk0 -period $clk_period [get_ports {CLK}]

set non_clock_inputs [all_inputs -no_clocks]
set_input_delay [expr $clk_period * $clk_io_pct] -clock clk0 $non_clock_inputs
set_output_delay [expr $clk_period * $clk_io_pct] -clock clk0 [all_outputs]
```
`flow/config.mk`:
```
export PLATFORM = sky130hd
export DESIGN_NAME = FSM_b
export DESIGN_NICKNAME = FSM_b
export VERILOG_FILES = /design/flow/design.v
export SDC_FILE = /design/flow/constraint.sdc
export NUM_CORES = 4
export LEC_CHECK = 1
export CORE_AREA = 10 10 70 70
export DIE_AREA = 0 0 80 80
export SYNTH_HDL_FRONTEND = slang
```
==> flow_summary.toml <==
# flow metrics
[worst_setup_path]
path_class = "register to output pin"
worstPathArrival_ns = 0.98
regToRegSetupSlack_ns = 0.05
critPathMaxFanout = 2
endpoint_kind = "output pin"
cp.required_ns = 0.88
crit_path_start_kind = "register"

[finish]
final_area_um2 = 360
synthToLayoutAreaGrowth_pct = 60.0
utilization_pct = 10.5
drive_gt1_share_pct = 37.0

[timing]
slew_viol_final = 0
fin_crit_ns = 1.20
rsz0062_at_grt = "yes"
hold_viol_final = 0
whs_ns = 0.192
layout_setup_ws_ns = -0.0963
period_used_pct = 109
clock_skew_ns = 0.00542
finalSetupTns_ns = -0.0963
relSlewSlack_pct = 85.1
worst_pin_slew_ns = 0.223
setup_violations = 1
clock.fmax_ghz = 0.836

[grt]
grt_pass1_wl_um = 738
grt_use_total_pct = 1.47
grt_pass1_vias = 175
grt_max_degree = 7
antenna_found_initial = 0
overflow = 0

[synth]
synth-simple-area-share_pct = 14.4
top_area_share_pct = 35.0
ys.flops = 6
synthTopCellsByArea = "dfstp_2 (35%), dfrtp_1 (33%), and2_1 (5.6%)"
synthTopCellsByCount = "dfrtp_1 (3), dfstp_2 (3), and2_1 (2), inv_1 (2), nand2_1 (2)"
adder_share_pct = 0
postSynthAreaPerCell_um2 = 12.5
mux_share_pct = 0
compound_area_share_pct = 13.9
largest_area_cell = "dfstp_2"
synth-main-ff-cell = "dfstp_2"
async_flop_share_pct = 100
synthesis.area_um2 = 225
xor_area_share_pct = 0
synth-cells-yosys = 18
top_logic_kind = "simple AND/OR/NAND/NOR gates"
synth_cell_types = 11
synth.yosys.seq_area_share_pct = 68.3
ys_area_um2 = 225
edf_count = 0
syn_inst = 18
ys_warn_count = 0

[route]
routedWlPerCell_um = 5.85
first_iter_violations = 3
final_antenna_net_count = 0
dr.pass1.iters = 3
via_per_inst = 2.32
vias = 169
drc = 0
wirelength_um = 427
antenna-diode-count = 0

[clocking]
post_cts_buffers = 0
cts_resized = 6
htree_levels = 1
cts_hold_buf = 0
clk_latency_ns = 0.24
root_buffer = "clkbuf_4"
clock_path_buffers = 2
clkTransAtPathRegs_ns = 0.05
cts_buffers = 3
cts_tree = "yes"
cts.sinks = 6

[floorplan]
die_area_um2 = 6400
core_area_um2 = 3420
die_x_um = 80
ios = 4
rows = 21
fp_util_pct = 6.59
die_h_um = 80

[placement]
dp_hpwl_um = 333
numPortBuffers = 3
gp_congestion = 0.693
placed_cell_area_um2 = 328

[power_and_ir_drop]
power_w = 0.000777
internal-power_w = 0.000577
p_sw_share_pct = 25.8
power_frac_clock_pct = 27.5
powerDensity_nw_per_um2 = 2160
p_leak_nw = 0.157
p_seq_share_pct = 52.3
ir_drop_uv = 284
switchingPower_w = 0.000201
p_comb_share_pct = 20.2

[job]
openroad.warnings = 27
drv_cap = 0

[run_status]
violations = "negative setup slack"
run_status = "complete, but fails checks"

[hold_path]
hp-class = "primary input to async pin"
==> cell families (layout without fill, tap and decap cells) <==
logic type	after synthesis	in the layout
DFF	6	6
AOI/OAI and AO/OA	4	4
and+or+nand+nor	6	6
buffers and inverters	2	11
==> area by class of cell <==
class	count	area, um2
Multi-Input combinational cell	10	66.3
Clock buffer	4	26.3
Inverter	2	7.51
Timing Repair Buffer	5	48.8
Sequential cell	6	154
Tap cell	46	57.6
Fill cell	399	3060
==> worst max-delay path, stage by stage, from the launching register on <==
cell	delay, ns
dfstp_2	0.52
and2_4	0.14
buf_6	0.08
==> flip-flops by register name, summed over array words and instances (netlist names) <==
signal   flops
DUT0.Q       1
DUT0.Qn      1
DUT1.Q       1
DUT1.Qn      1
DUT2.Q       1
DUT2.Qn      1
==> path summary, 6_finish.rpt <==
check | from | cells after the start | to
setup / recovery | DUT2.Qn | 2 | y_out
hold / removal | Reset | 2 | DUT2.Q
setup reg to reg | DUT2.Qn | 3 | DUT0.Qn
hold reg to reg | DUT1.Q | 1 | DUT1.Qn
max in group asynchronous | Reset | 2 | DUT1.Qn
min in group clk0 | x_in | 5 | DUT0.Q
==> power by group through the flow <==
stage     logic, W  registers [W]  clock network [W]
4_1_cts   0.000160       0.000406           0.000226
5_1_grt   0.000179       0.000422           0.000237
6_report  0.000157       0.000407           0.000214
==> through the flow <==
step	instances	setup WS (ns)
floorplan	18	0.0927
finish	73	-0.0963
detailed placement	69	-0.460
global route	73	-0.140
CTS	73	-0.116
global placement	69	-0.467
==> placed cells by master (no fill, tap or decap) <==
| cell type | n |
|---|---|
| dfstp_2 | 3 |
| dfrtp_1 | 3 |
| clkbuf_4 | 3 |
| nand2_1 | 2 |
| inv_1 | 2 |
| buf_4 | 2 |
| and2_4 | 1 |
| nor2b_1 | 1 |
| a21o_1 | 1 |
| a32o_1 | 1 |
| nand4_1 | 1 |
| o21ai_1 | 1 |
| and2_1 | 1 |
| a32oi_1 | 1 |
| clkbuf_1 | 1 |
| clkdlybuf4s50_1 | 1 |
| dlymetal6s2s_1 | 1 |
| buf_6 | 1 |
==> routing by layer <==
layer / vias to the layer above / share of wire (%) / GRT usage, %
met5: - / 0 / 0
met4: 0 / 1.9 / 0.880
met3: 2 / 8.0 / 1.14
met2: 2 / 45 / 1.93
met1: 85 / 44 / 1.62
li1: 80 / - / -
Power figures rest on the tool's default switching activity, not on a simulated workload.
